==> flow/design.v <==
module decoder3x8(A,B,C,e,F);
input A,B,C,e;
output [7:0]F;
wire nA,nB;
not n1(nA,A);
not n2(nB,B);
not n3(nC,C);
and a1(F[0],nA,nB,nC,e);
and a2(F[1],nA,nB,C,e);
and a3(F[2],nA,B,nC,e);
and a4(F[3],nA,B,C,e);
and a5(F[4],A,nB,nC,e);
and a6(F[5],A,nB,C,e);
and a7(F[6],A,B,nC,e);
and a8(F[7],A,B,C,e);
endmodule
module decoder4x16(A,Y);
input [3:0]A;
output [15:0]Y;
wire nA;
not n(nA,A[3]);
decoder3x8 dec1(A[2],A[1],A[0],A[3],Y[15:8]);
decoder3x8 dec2(A[2],A[1],A[0],nA,Y[7:0]);
endmodule
==> flow/run.sh <==
#!/bin/bash
# OpenROAD 26Q1-2900-gdf79404cd8, Yosys 0.63+post, stock flow scripts
make -C /OpenROAD-flow-scripts/flow DESIGN_CONFIG=/design/flow/config.mk WORK_HOME=/design/flow/orfs finish
==> flow/config.mk <==
export PLATFORM = sky130hd
export DESIGN_NAME = decoder4x16
export DESIGN_NICKNAME = decoder4x16
export VERILOG_FILES = /design/flow/design.v
export SDC_FILE = /design/flow/constraint.sdc
export NUM_CORES = 4
export LEC_CHECK = 1
export CORE_AREA = 10 10 70 70
export DIE_AREA = 0 0 80 80
==> flow/constraint.sdc <==
current_design decoder4x16

set clk_period 1.0
set clk_io_pct 0.2

create_clock -name clk0 -period $clk_period

set non_clock_inputs [all_inputs -no_clocks]
set_input_delay [expr $clk_period * $clk_io_pct] -clock clk0 $non_clock_inputs
set_output_delay [expr $clk_period * $clk_io_pct] -clock clk0 [all_outputs]
==> results.toml <==
# flow metrics
[route]
wl_um = 1110
wl_per_cell_um = 11.1
drtIter0Drc = 4
first_pass_iters = 2
diodes = 0
antenna_left = 0
vias_per_cell = 3.21
post-route-drc-count = 0
vias = 321

[placed_design]
place.port_buffers = 20
gp_congestion = 0.668
dp_hpwl_um = 728

[synthesis]
netlist_area_um2 = 277
ys_area_um2 = 277
avgSynthCellArea_um2 = 13.8
synth_cells = 20
ys_seq_share_pct = 0
yosysUniqueCellTypes = 7
yosysWarningCount = 1
ys_cells = 20

[power]
leakage_nw = 0.350
ir_worst_vdd_v = 0.000180
p_per_area_mw_per_mm2 = 339
total_power_mw = 0.240

[critical_path]
critPathArrivalTime_ns = 0.95
worstSetupStartpointType = "input port"
path_class = "input port to primary output"
crit_fanout = 5
end_kind = "primary output"
worstPathRequired_ns = 0.80

[final_timing]
setup-tns-final_ns = -1.18
relSlewSlack_pct = 87.3
slew_viol_final = 0
layout_setup_ws_ns = -0.145
setup_viol = 15
fin_crit_sh_pct = 115
grt_setup_unrepaired = "yes"
worst_pin_slew_ns = 0.190
period_needed_ns = 1.15
fmax_mhz = 873
hold_viol_final = 0

[run_status]
status = "finished with violations"
violations = "negative setup slack"

[die]
dieArea_mm2 = 0.00640
initCoreUtil_pct = 8.10
row_count = 21
ioPinCount = 20
die_w_um = 80
die_h_um = 80
core_mm2 = 0.00342

[final_layout]
layout-drive-gt1-share_pct = 79.6
ff_count = 0
postLayoutCoreUtil_pct = 20.8
flop_area_um2 = 0
fill_cells = 379
area_growth_pct = 157
clkbuf_count = 0

[run]
cap_viol_max_count = 0
warning_count = 34

[grt]
grt_pass1_vias = 318
grt_pass1_wl_um = 1770
antenna_found_initial = 0
grt_max_degree = 7
track_usage_pct = 3.39
grt-ovfl-total = 0

[hold_path]
hold_path.class = "input port to primary output"

[clock_network]
cts_hold_buf = 0
## report_power, final
| group | switching, mW | internal (mW) | total, mW |
|---|---|---|---|
| logic | 0.0783 | 0.162 | 0.240 |
| clock network | 0 | 0 | 0 |
| registers | 0 | 0 | 0 |
| total | 0.0783 | 0.162 | 0.240 |
## kinds of logic after synthesis
group	share of synthesized area (%)
buffers and inverters	16.3
AND/OR/NAND/NOR	83.7
## critical path: stages
cell     delay, ns
buf_8         0.10
buf_12        0.12
buf_8         0.13
nor4b_4       0.26
buf_2         0.13
## cells in the mapped netlist
master | number | area [µm²]
nor4_2 | 1 | 12.5
and4b_1 | 4 | 40.0
buf_6 | 4 | 45.0
nor4b_4 | 4 | 95.1
and4bb_1 | 5 | 62.6
and4bb_2 | 1 | 12.5
and4_1 | 1 | 8.76
## cell usage in the layout, fill, tap and decap left out, drive strengths merged
cell type and instances:
buf 37, nor4 1, and4b 4, nor4b 4, and4 1, and4bb 6, clkdlybuf4s15 1
## cell type report
class | instances | area [µm²] | area share, %
Timing Repair Buffer | 38 | 420 | 59.3
Multi-Input combinational cell | 16 | 231 | 32.6
Tap cell | 46 | 57.6 | 8.11
## per-layer routing
layer | up-vias | global-route usage [%] | wire length [µm] | part of all wire (%)
li1 | 159 | - | - | -
met1 | 146 | 5.34 | 604 | 55
met2 | 16 | 4.25 | 377 | 34
met3 | 0 | 1.48 | 125 | 11
met4 | 0 | 0 | 0 | 0
met5 | - | 0 | 0 | 0
## metrics by stage
step	hold slack, ns	setup WS [ns]	area (µm²)	instances
after floorplan	0.534	0.255	277	20
after global placement	1.51	-0.794	577	87
after detailed placement	1.51	-0.799	577	87
after CTS	0.851	-0.163	664	95
after global routing	0.861	-0.178	709	100
final	0.836	-0.145	709	100
## timing repair
item                                    CTS  global route
pin swaps                                10            11
gates resized                            84             2
hold endpoints to repair                  0             0
endpoints found under the setup margin   16             9
gates cloned                              3             0
buffers inserted                          5             5
## path summary, 6_finish.rpt
path,slack [ns],to,cells past startpoint,start
worst max-delay path,-0.15,Y[4],5,A[3]
worst min-delay path,0.84,Y[2],5,A[0]
